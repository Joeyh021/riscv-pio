==> flow/design.v <==
module Pins(
    input [8:0] cfg_inBase, cfg_inCount, cfg_outBase, cfg_outCount,
    output [31:0] read,
    input [31:0] write_data,
    input sideSet,
    input write_enable,
    inout [31:0] pins
);
    wire [31:0] inMask  = (32'b1 << cfg_inCount)  - 32'b1;
    wire [31:0] outMask = (32'b1 << cfg_outCount) - 32'b1;
    wire [31:0] inputData;
    reg  [31:0] outputData;
    assign read = (inputData >> cfg_inBase) & inMask;
    always @ *
        if(write_enable)
            outputData = (write_data & outMask) << cfg_outBase;
    wire [31:0] outputEnables = outMask << cfg_outBase;
    for(genvar i = 0; i < 31; i = i+1) begin
            assign pins[i] = outputEnables[i] ? outputData[i] : 1'bz;
            assign inputData[i] = pins[i];
    end
    assign pins[31] = sideSet;
endmodule
==> flow/run.sh <==
#!/bin/bash
# OpenROAD 26Q1-2900-gdf79404cd8, Yosys 0.63+post, stock flow scripts
make -C /OpenROAD-flow-scripts/flow DESIGN_CONFIG=/design/flow/config.mk WORK_HOME=/design/flow/orfs finish
==> flow/config.mk <==
export PLATFORM = sky130hd
export DESIGN_NAME = Pins
export DESIGN_NICKNAME = Pins
export VERILOG_FILES = /design/flow/design.v
export SDC_FILE = /design/flow/constraint.sdc
export NUM_CORES = 4
export LEC_CHECK = 1
export CORE_UTILIZATION = 40
==> flow/constraint.sdc <==
current_design Pins

set clk_period 4.4
set clk_io_pct 0.2

create_clock -name clk0 -period $clk_period

set non_clock_inputs [all_inputs -no_clocks]
set_input_delay [expr $clk_period * $clk_io_pct] -clock clk0 $non_clock_inputs
set_output_delay [expr $clk_period * $clk_io_pct] -clock clk0 [all_outputs]
==> changes_impl.md <==
## Flow update

- Post-CTS Setup Repair Bufs: 0
- Dpl hpwl: 19.5 mm
- Register pins left without a clock: 31
- Main flop type after synthesis: dlxtp_1
- Mapped Cells: 883
- Synth area leaders: dlxtp_1 8.1%, mux2i_1 6.1%, nor2_1 6.1%
- Async set-reset flop share out of synthesis: 0%
- FF+latch count, synth: 31
- Yosys Chip Area: 0.00574 sq mm
- Mapped Area: 0.00574 sq mm
- Area after detailed placement: 0.00723 sq mm
- Placed insts: 1157
- Die width: 122 microns
- Area share, top type: 8.11%
- PostCTS Resize Cnt: 31
- Error msg: [error] [KeplerFormal.cpp:679] Workflow failed: Iso has multiple drivers: .pins24, pins[24]$_DLATCH_P_.Q0
- Routability cong.: 1.05
- I/O pins: 134
- Endpoints left unconstrained: 62
- CTS Hold Bufs: 0
- Synth cell types: 78
- Yosys warning count: 3
- Cell taking the most area after synthesis: dlxtp_1
- Die height: 122 microns
- Stopped at: clock tree synthesis (4_1_cts)
- Avg Cell Area, Syn: 6.50 sq um
- Post-synth EDFFs: 0
- Num rows: 43
- FP Util: 41.2%
- PortBufs: 99
- Yosys stat cell total: 883
- Status: stopped before the end
through the flow:
stage          hold WS (ps)  setup slack [ps]
2_1_floorplan          1780               718
3_3_place_gp           1760              -310
3_5_place_dp           1760              -320
cell usage after synthesis, types with 5 or more instances:
master and count:
mux4_2 14, nor3_1 59, o22a_1 5, nand3_1 47
xor2_1 5, a2111oi_0 11, a22oi_1 6, nor4_1 12
o22ai_1 8, a21oi_1 42, dlxtp_1 31, buf_1 13
a211oi_1 28, and2_1 14, nor2_1 93, xnor2_1 9
nand2_1 79, o31ai_1 14, nand2b_1 14, buf_2 8
nor3b_1 8, mux2i_1 35, nor2b_1 7, nand4_1 8
inv_1 14, or2_2 7, a31oi_1 23, or3_1 18
clkbuf_1 63, and4_1 5, and3_1 12, a311oi_1 6
a2bb2oi_1 5, o21a_1 6, a21o_1 7, o211ai_1 11
o21ai_0 49, mux2_2 9
cell families after synthesis:
kind of cell | share of synthesized area, %
XOR/XNOR | 2.14
other | 0.0653
multiplexers | 13.8
latches | 8.11
adder cells (fa/ha/maj) | 0.436
AND/OR/NAND/NOR | 35.0
buffers and inverters | 7.43
AND-OR/OR-AND | 33.1
