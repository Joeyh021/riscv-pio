File: flow/design.v
module ClockDivider(
    input clock,
    input [15:0] divisor,
    output wire outClk
);
    reg [15:0] counter;
    reg [15:0] divisor_reg;
    reg counted_clock;
    wire reset = (divisor != divisor_reg);
    assign outClk = divisor == 16'b0 ? clock : counted_clock;
    always @ (posedge clock) begin
        if (reset) begin
            counter <= 16'b0;
            counted_clock <= 1'b1;
            divisor_reg <= divisor;
        end else if (counter == divisor_reg - 16'b1) begin
            counter <= 16'b0;
            counted_clock <= 1'b1;
        end else begin
            counter <= counter + 16'b1;
            counted_clock <= 1'b0;
        end
    end
endmodule
File: flow/run.sh
#!/bin/bash
# OpenROAD 26Q1-2900-gdf79404cd8, Yosys 0.63+post, stock flow scripts
make -C /OpenROAD-flow-scripts/flow DESIGN_CONFIG=/design/flow/config.mk WORK_HOME=/design/flow/orfs finish
File: flow/config.mk
export PLATFORM = sky130hd
export DESIGN_NAME = ClockDivider
export DESIGN_NICKNAME = ClockDivider
export VERILOG_FILES = /design/flow/design.v
export SDC_FILE = /design/flow/constraint.sdc
export NUM_CORES = 4
export LEC_CHECK = 1
export CORE_UTILIZATION = 40
File: flow/constraint.sdc
current_design ClockDivider

set clk_period 5.0
set clk_io_pct 0.2

create_clock -name clk0 -period $clk_period [get_ports {clock}]

set non_clock_inputs [all_inputs -no_clocks]
set_input_delay [expr $clk_period * $clk_io_pct] -clock clk0 $non_clock_inputs
set_output_delay [expr $clk_period * $clk_io_pct] -clock clk0 [all_outputs]
==> flow_summary.yaml <==
# flow metrics
status:
  status: "finished, final reports clean"
detailed_routing:
  wirelength_mm: 4.58
  drtAntennaViolNets: 0
  viasPerCell: 5.42
  post-route-drc-count: 0
  drt-pass1-iter-count: 4
  wl_per_cell_um: 15.1
  antenna_cells_inserted: 0
  drt_iter0_drc: 109
  via_count: 1641
synth:
  synth-edff-count: 16
  synthesis.area_mm2: 0.00219
  synth_cell_types: 49
  synthCells: 219
  synth-main-ff-cell: "dfxtp_1"
  ys_cells: 219
  ys.flops: 33
  yosys_area_mm2: 0.00219
  yosysSeqAreaShare_pct: 37.5
  ys_warn_count: 1
  avgSynthCellArea_um2: 10.0
  async_flop_share_pct: 0
final_layout:
  fillers: 499
  fin_cells: 303
  area_growth_pct: 11.6
  final_core_util_pct: 47.0
  drive_above_1_share_pct: 10.7
clock_tree:
  clk_pin_slew_ps: 70
  post_cts_resized: 0
  post_cts_buffers: 0
  postCtsHoldBufs: 0
  cts_tree: "done"
  clkLatencyLatePin_ps: 390
final_timing:
  hold_viol: 0
  setup_slack_ps: 611
  finalSetupViolations: 0
  skew_ps: 4.30
  rsz0062_at_grt: "false"
  worst_slew_pin_slew_ps: 750
  tns_ps: 0
  finalMaxSlewViolations: 0
  relSlewSlack_pct: 50.0
worst_setup_path:
  r2r_slack_ps: 1580
  crit_required_ps: 4000
  crit_type: "clk -> out"
  cp-start-kind: "clock port"
  critPathCaptureType: "primary output"
  crit_fanout: 2
  cp.arrival_ps: 3390
global_route:
  antenna_found_initial: 0
  grt_pass1_wl_mm: 7.81
  grt_max_degree: 18
  grt_overflow: 0
  grt_pass1_vias: 1592
  grt.total_usage_pct: 17.4
floorplanning:
  rows: 26
  die_w_um: 76.0
  die_area_mm2: 0.00578
  dieHeight_um: 76.0
  ioPinCount: 18
  fp_util_pct: 42.1
  coreArea_mm2: 0.00520
flow_run:
  openroad.warnings: 27
  drv_cap: 0
placement:
  preCtsSetupSlack_ps: 878
  post-dp-hpwl_mm: 3.34
  finalWeightedCongestion: 0.848
  io_buffers: 17
  dpl.cell_count: 292
power_and_ir_drop:
  irDropWorstVdd_mv: 0.167
  power_per_cell_area_mw_per_mm2: 251
  power.leakage_nw: 0.785
worst_hold_path:
  hold_class: "reg -> reg"
cells in the final DEF, fill, tap and decap left out, types with 3 or more instances in the layout:
master / netlist / routed
clkdlybuf4s50_1: 0 / 17
nand3_1: 12 / 12
edfxtp_1: 16 / 16
nand2b_1: 3 / 3
o21ai_0: 3 / 3
xnor2_1: 34 / 34
clkbuf_8: 2 / 8
a21oi_1: 4 / 4
a211oi_2: 6 / 6
dfxtp_1: 17 / 17
a211oi_1: 7 / 7
nand2_1: 11 / 11
nand3b_1: 3 / 3
nor4_1: 12 / 12
nor2_1: 9 / 9
inv_1: 6 / 6
nor3_1: 7 / 7
nand4_1: 10 / 10
xor2_1: 10 / 10
synth_stat cells (3+ instances only):
| cell | number | area [um^2] |
|---|---|---|
| nor4_1 | 12 | 75.1 |
| nand3b_1 | 3 | 22.5 |
| edfxtp_1 | 16 | 480 |
| nand2b_1 | 3 | 18.8 |
| a211oi_1 | 7 | 52.6 |
| xnor2_1 | 34 | 298 |
| xor2_1 | 10 | 87.6 |
| inv_1 | 6 | 22.5 |
| o21ai_0 | 3 | 15.0 |
| nand2_1 | 11 | 41.3 |
| a21oi_1 | 4 | 20.0 |
| clkbuf_1 | 3 | 11.3 |
| nor2_1 | 9 | 33.8 |
| nor3_1 | 7 | 35.0 |
| dfxtp_1 | 17 | 340 |
| buf_6 | 5 | 56.3 |
| nand4_1 | 10 | 62.6 |
| a211oi_2 | 6 | 75.1 |
| nand3_1 | 12 | 60.1 |
final timing paths:
| path | cells past startpoint | start | endpoint |
|---|---|---|---|
| min reg2reg | 1 | counter[0]$_SDFF_PP0_ | counter[0]$_SDFF_PP0_ |
| min | 1 | counter[0]$_SDFF_PP0_ | counter[0]$_SDFF_PP0_ |
| max | 4 | clock | outClk |
| max reg2reg | 8 | divisor_reg[0]$_DFFE_PP_ | counter[4]$_SDFF_PP0_ |
kinds of logic after synthesis:
kind of cell    Yosys count  synth area share [%]
fa+ha+maj                 2                  1.14
xor+xnor                 45                  18.6
compound gates           34                  13.1
buf+inv                  21                  7.37
mux                       1                 0.514
simple gates             83                  21.8
flops                    33                  37.5
report_power, final:
part	leakage, nW	total, W	internal, W	switching, W
Clock	0.0724	0.000254	0.000147	0.000107
Combinational	0.406	0.0000567	0.0000325	0.0000243
Sequential	0.306	0.000304	0.000290	0.0000142
Total	0.785	0.000615	0.000469	0.000145
metal layers:
layer / GRT usage [%] / share of wire (%) / wire [um]
met4: 3.65 / 1.9 / 88
met5: 0 / 0 / 0
met1: 29.3 / 51 / 2330
met2: 23.8 / 42 / 1910
met3: 3.89 / 5.4 / 249
final cells by class:
| type | count | area [um^2] | area share [%] |
|---|---|---|---|
| Timing Repair Buffer | 17 | 168 | 6.86 |
| Inverter | 6 | 22.5 | 0.921 |
| Clock inverter | 3 | 17.5 | 0.716 |
| Clock buffer | 9 | 120 | 4.91 |
| Tap cell | 70 | 87.6 | 3.58 |
| Sequential cell | 33 | 821 | 33.6 |
| Multi-Input combinational cell | 165 | 1210 | 49.4 |
critical path, cell delays in order:
cell and delay, ps:
clkbuf_8 110, clkbuf_8 120, mux2_2 260, clkdlybuf4s50_1 400
stage by stage:
stage	hold slack [ps]	total power, W	instance area (um^2)
final	557	0.000615	2440
after global routing	566	0.000644	2440
after CTS	556	0.000621	2440
after detailed placement	545	0.000367	2320
after global placement	551	0.000367	2320
after floorplan	489	0.000346	2190
Power figures rest on the tool's default switching activity, not on a simulated workload.
